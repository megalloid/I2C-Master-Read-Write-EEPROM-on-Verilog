==> ./design.v <==
module i2c_read (
    CLOCK,
    LED,
  RESET,
    WRITE,
    I2C_SCLK,
    I2C_SDAT,
    COUNT,
    SD_COUNTER_OUT
);
 input    CLOCK;
 output [3:0]  LED;
 input      RESET;
 input    WRITE;
 output         I2C_SCLK;
 inout          I2C_SDAT;
 output [6:0]   SD_COUNTER_OUT;
 output [9:0]   COUNT;
 wire           reset_n;
 wire    write_n;
 reg            GO;
 reg [6:0]      SD_COUNTER = 6'b0;
 reg            SDI     = 1;
 reg            SCLK    = 1;
 reg [9:0]    COUNT;
 reg [7:0]      DATA = 8'b00000000;
 assign         reset_n = RESET;
 assign         write_n = WRITE;
 always @ (posedge CLOCK or negedge reset_n)
 begin
   if(~reset_n)
     GO <= 0;
   else
     if(~write_n)
     GO <= 1;
 end
 always @(posedge CLOCK or negedge reset_n)
 begin
   if(!reset_n)
     SD_COUNTER <= 6'b0;
   else
   begin
     if(!GO)
     SD_COUNTER <= 0;
     else
     if(SD_COUNTER < 45)
       SD_COUNTER <= SD_COUNTER + 1;
   end
 end
 always @(posedge CLOCK or negedge reset_n)
 begin
   if(!reset_n)
   begin
     SCLK <= 1; 
     SDI <= 1;
   end
   else
   case (SD_COUNTER)
     6'd0    : begin SDI <= 1; SCLK <= 1; end
     6'd1    : SDI <= 0;
     6'd2    : SCLK <= 0;
     6'd3    : SDI <= 1;
     6'd4    : SDI <= 0;
     6'd5    : SDI <= 1;
     6'd6    : SDI <= 0;
     6'd7    : SDI <= 0;
     6'd8    : SDI <= 0;
     6'd9    : SDI <= 0;
     6'd10   : SDI <= 0;
     6'd11   : SDI <= 1'bz;
     6'd12   : SDI <= 0;
     6'd13   : SDI <= 0;
     6'd14   : SDI <= 0;
     6'd15   : SDI <= 0;
     6'd16   : SDI <= 0;
     6'd17   : SDI <= 0;
     6'd18   : SDI <= 0;
     6'd19   : SDI <= 0;
     6'd20   : SDI <= 1'bz;
     6'd22   : begin SDI <= 0; SCLK <= 1; end
     6'd23   : begin SCLK <= 1; SDI <= 1; end
     6'd24   : SDI <= 0;
     6'd25   : SDI <= 1;
     6'd26   : SDI <= 0;
     6'd27   : SDI <= 0;
     6'd28   : SDI <= 0;
     6'd29   : SDI <= 0;
     6'd30   : SDI <= 1;
     6'd31   : SDI <= 1'bz;
     6'd32   : DATA[7] <= I2C_SDAT;
     6'd33   : DATA[6] <= I2C_SDAT;
     6'd34   : DATA[5] <= I2C_SDAT;
     6'd35   : DATA[4] <= I2C_SDAT;
     6'd36   : DATA[3] <= I2C_SDAT;
     6'd37   : DATA[2] <= I2C_SDAT;
     6'd38   : DATA[1] <= I2C_SDAT;
     6'd39   : DATA[0] <= I2C_SDAT;
     6'd40   : SDI <= 1'bz;
     6'd41   : begin SDI <= 1'b0; SCLK <= 1'b1; end
     6'd42   : SDI <= 1'b1;
   endcase
 end
 assign I2C_SCLK = ((SD_COUNTER >= 4) & (SD_COUNTER <= 42)  & (SD_COUNTER != 23))? ~CLOCK : SCLK;
 assign I2C_SDAT = ((SD_COUNTER >= 32) & (SD_COUNTER <= 39)) ? 1'bz : SDI;
 assign SD_COUNTER_OUT = SD_COUNTER;
 assign LED = DATA;
endmodule
==> ./run.sh <==
#!/bin/bash
# OpenROAD 26Q1-2900-gdf79404cd8, Yosys 0.63+post, stock flow scripts
make -C /OpenROAD-flow-scripts/flow DESIGN_CONFIG=/design/flow/config.mk WORK_HOME=/design/flow/orfs finish
==> ./config.mk <==
export PLATFORM = sky130hd
export DESIGN_NAME = i2c_read
export DESIGN_NICKNAME = i2c_read
export VERILOG_FILES = /design/flow/design.v
export SDC_FILE = /design/flow/constraint.sdc
export NUM_CORES = 4
export LEC_CHECK = 1
export CORE_AREA = 10 10 86 86
export DIE_AREA = 0 0 96 96
==> ./constraint.sdc <==
current_design i2c_read

set clk_period 2.1
set clk_io_pct 0.2

create_clock -name clk0 -period $clk_period [get_ports {CLOCK}]

set non_clock_inputs [all_inputs -no_clocks]
set_input_delay [expr $clk_period * $clk_io_pct] -clock clk0 $non_clock_inputs
set_output_delay [expr $clk_period * $clk_io_pct] -clock clk0 [all_outputs]
==> impl_summary.log <==
[flow] summary of implementation run
[metrics] most instantiated cells after synthesis: 12 x sky130_fd_sc_hd__buf_4, 9 x sky130_fd_sc_hd__and2_1, 8 x sky130_fd_sc_hd__dfrtp_1
[metrics] fraction of synthesis flops using an asynchronous set or reset pin: 71.4%
[metrics] Core Util at FP: 18.6%
[metrics] placed cell area: 1290 um2
[metrics] post-placement worst setup slack: 71.7 ps
[metrics] number of synthesized register bits: 14
[metrics] EDFF count, synth: 4
[metrics] Synth Area in Simple Gates: 24.5%
[metrics] global placement routability congestion: 0.811
[metrics] cell taking the most area after synthesis: sky130_fd_sc_hd__dfrtp_1
[metrics] post-synthesis share of cell area spent on full adders, half adders and majority gates: 7.29%
[metrics] buffer count from post-CTS setup fixing: 1
[metrics] fraction of post-synthesis cell area in the top cell type by area: 19.4%
[metrics] MUX area fraction: 3.89%
[metrics] total number of yosys warnings: 16
[metrics] tool error: [error] [KeplerFormal.cpp:679] Workflow failed: Iso has multiple drivers: .I2C_SDAT0, I2C_SDAT$_DFFE_PN1P_.Q0
[metrics] mean cell area of the mapped netlist: 9.36 um2
[metrics] cell total in the yosys stat output: 110
[metrics] most common cell in the synthesized netlist: sky130_fd_sc_hd__buf_4
[metrics] post-synthesis cell type count: 37
[metrics] prevailing logic family in the synthesized netlist: simple AND/OR/NAND/NOR gates
[metrics] I/O pins: 26
[metrics] Post-Synth XOR/XNOR Area: 2.55%
[metrics] hold-fix buffer count after cts: 0
[metrics] count of port buffers added during placement: 14
[metrics] ys flop type: sky130_fd_sc_hd__dfrtp_1
[metrics] Mapped Area: 1030 um2
[metrics] result of the run: stopped before the end
[metrics] Die Width: 96 um
[metrics] yosys-reported design area after synthesis: 1030 um2
[metrics] Seq/Total Area, Yosys: 36.2%
[metrics] gate count of the mapped netlist: 110
[metrics] Row Count: 27
[metrics] post-detailed-placement half-perimeter wirelength: 1970 um
[metrics] synthesized-area fraction occupied by ao, oa, aoi and oai cells: 14.2%
[metrics] height of the die: 96 um
[metrics] leading post-synthesis cells by cell area: sky130_fd_sc_hd__dfrtp_1 19%, sky130_fd_sc_hd__edfxtp_1 12%, sky130_fd_sc_hd__buf_4 8.7%
[metrics] number of instances resized during post-cts repair: 7
[metrics] Fail Step: clock tree synthesis (4_1_cts)
-- stage by stage --
stage / cells / power [mW]
2_1_floorplan: 119 / 1.22
3_3_place_gp: 204 / 1.71
3_5_place_dp: 204 / 1.70
-- kinds of logic after synthesis --
| kind of cell | after synthesis |
|---|---|
| other cells | 1 |
| fa+ha+maj | 6 |
| simple gates | 44 |
| flops | 14 |
| buf+inv | 18 |
| compound gates | 20 |
| mux | 4 |
| xor+xnor | 3 |
Power figures rest on the tool's default switching activity, not on a simulated workload.
