File: flow/design.v
module i2c_write (
    CLOCK,
    LED,
  RESET,
    WRITE,
    I2C_SCLK,
    I2C_SDAT,
    COUNT,
    SD_COUNTER_OUT
);
 input    CLOCK;
 output [3:0]  LED;
 input      RESET;
 input    WRITE;
 output         I2C_SCLK;
 inout          I2C_SDAT;
 output [6:0]   SD_COUNTER_OUT;
 output [9:0]   COUNT;
 wire           reset_n;
 wire    write_n;
 reg            GO;
 reg [6:0]      SD_COUNTER = 6'b0;
 reg            SDI     = 1;
 reg            SCLK    = 1;
 reg [9:0]    COUNT;
 reg [7:0]      DATA = 8'b00000000;
 assign         reset_n = RESET;
 assign         write_n = WRITE;
 always @ (posedge CLOCK or negedge reset_n)
 begin
   if(~reset_n)
     GO <= 0;
   else
     if(~write_n)
     GO <= 1;
 end
 always @(posedge CLOCK or negedge reset_n)
 begin
   if(~reset_n)
     SD_COUNTER <= 6'b0;
   else
   begin
     if(!GO)
     SD_COUNTER <= 0;
     else
     if(SD_COUNTER < 33)
       SD_COUNTER <= SD_COUNTER + 1;
   end
 end
 always @(posedge CLOCK or negedge reset_n)
 begin
  if(~reset_n)
  begin
   SCLK <= 1; 
   SDI <= 1;
  end
  else
  case (SD_COUNTER)
   6'd0 : begin 
    SDI <= 1; 
    SCLK <= 1; 
   end
   6'd1 : SDI <= 0;
   6'd2 : SCLK <= 0;
   6'd3 : SDI <= 1;
   6'd4 : SDI <= 0;
   6'd5 : SDI <= 1;
   6'd6 : SDI <= 0;
   6'd7 : SDI <= 0;
   6'd8 : SDI <= 0;
   6'd9 : SDI <= 0;
   6'd10 : SDI <= 0;
   6'd11 : SDI <= 1'bz;
   6'd12 : SDI <= 0;
   6'd13 : SDI <= 0;
   6'd14 : SDI <= 0;
   6'd15 : SDI <= 0;
   6'd16 : SDI <= 0;
   6'd17 : SDI <= 0;
   6'd18 : SDI <= 0;
   6'd19 : SDI <= 0;
   6'd20 : SDI <= 1'bz;
   6'd21 : SDI <= 1;
   6'd22 : SDI <= 0;
   6'd23 : SDI <= 0;
   6'd24 : SDI <= 0;
   6'd25 : SDI <= 0;
   6'd26 : SDI <= 0;
   6'd27 : SDI <= 1;
   6'd28 : SDI <= 1;
   6'd29 : SDI <= 1'bz;
   6'd30 : begin SDI <= 1'b0; SCLK <= 1'b1; end
   6'd31 : SDI <= 1'b1;
  endcase
 end
 assign I2C_SCLK = ((SD_COUNTER >= 4) & (SD_COUNTER <= 31))? ~CLOCK : SCLK;
 assign I2C_SDAT = SDI;
 assign SD_COUNTER_OUT = SD_COUNTER;
endmodule
File: flow/run.sh
#!/bin/bash
# OpenROAD 26Q1-2900-gdf79404cd8, Yosys 0.63+post, stock flow scripts
make -C /OpenROAD-flow-scripts/flow DESIGN_CONFIG=/design/flow/config.mk WORK_HOME=/design/flow/orfs finish
File: flow/config.mk
export PLATFORM = sky130hd
export DESIGN_NAME = i2c_write
export DESIGN_NICKNAME = i2c_write
export VERILOG_FILES = /design/flow/design.v
export SDC_FILE = /design/flow/constraint.sdc
export NUM_CORES = 4
export LEC_CHECK = 1
export CORE_AREA = 10 10 83 83
export DIE_AREA = 0 0 93 93
File: flow/constraint.sdc
current_design i2c_write

set clk_period 2.2
set clk_io_pct 0.2

create_clock -name clk0 -period $clk_period [get_ports {CLOCK}]

set non_clock_inputs [all_inputs -no_clocks]
set_input_delay [expr $clk_period * $clk_io_pct] -clock clk0 $non_clock_inputs
set_output_delay [expr $clk_period * $clk_io_pct] -clock clk0 [all_outputs]
==> run summary <==
Synth Register Bits: 10
status: aborted with a tool error
Top cell area share: 0.235
fp_density: 0.166
# rows: 26
main logic family after synthesis: AND-OR/OR-AND gates
yosys warns: 18
number of enable flip-flop cells: 0
mean post-synth cell area: 8.61 µm²
Compound-Gate Fraction of Synth Area: 0.225
error msg: [error] [KeplerFormal.cpp:679] Workflow failed: Iso has multiple drivers: .I2C_SDAT0, I2C_SDAT$_DFFE_PN1P_.Q0
Mapped Cells: 99
dpl hpwl: 1670 µm
port bufs: 10
adder share: 0.0734
post-CTS setup buffers: 1
Netlist Area Pre-Place: 852 µm²
Seq/Total Area, Yosys: 0.297
Synth mux share: 0.0235
GP Congestion: 0.868
ys flop type: dfrtp_1
number of gates resized after cts: 2
Synth area leader: dfrtp_1
Simple-Gate Fraction of Synth Area: 0.189
failing step: 4_1_cts
Hold Buf Count CTS: 0
fraction of registers with async set/reset: 1.00
XOR-XNOR Cells, Area Fraction: 0.0206
Place WS: 0.102 ns
die height: 93 µm
IO Pins: 26
# Cells Yosys: 99
chip width: 93 µm
Yosys chip area: 852 µm²
Yosys cell types: 40
Top cells by area: dfrtp_1 23%, buf_4 12%, ha_1 7.3%, dfstp_2 6.2%, or3_1 2.9%
synth_stat cells, drive strengths merged, types with 2 or more instances:
| library cell | n |
|---|---|
| o211ai | 2 |
| a21boi | 3 |
| dfstp | 2 |
| ha | 5 |
| nor3 | 2 |
| clkbuf | 4 |
| and2 | 2 |
| or3 | 4 |
| o41ai | 2 |
| nor2b | 2 |
| nand2 | 5 |
| mux2i | 2 |
| buf | 14 |
| nand3 | 4 |
| o31ai | 3 |
| o31a | 2 |
| nor2 | 4 |
| o21ai | 2 |
| and3 | 2 |
| dfrtp | 8 |
| o21a | 2 |
| inv | 6 |
cell families after synthesis:
family                     after synthesis
and+or+nand+nor                         30
AOI/OAI and AO/OA                       25
buffers and inverters                   24
DFF                                     10
adders and majority gates                5
xor gates and xnor gates                 2
muxes                                    2
other                                    1
metrics by stage:
stage	std cells	area, µm²
2_1_floorplan	112	901
3_3_place_gp	182	1030
3_5_place_dp	182	1030
